==> flow/design.v <==
`timescale 1ns / 1ps
module CDCSync #(parameter STAGES=2)
(
    input clk,
    input in_data,
    output out_data
);
reg [STAGES-1:0] dly_reg = 0;
always @(posedge clk)
	dly_reg <= (dly_reg<<1) | in_data;
assign out_data = dly_reg[STAGES-1];
endmodule
module CDCSyncN #(parameter N=1, STAGES=2)
(
    input clk,
    input [N-1:0] in_data,
    output [N-1:0] out_data
);
genvar i;
generate for(i=0; i<N; i=i+1)
begin :body
	CDCSync #(STAGES) sync(.clk(clk), .in_data(in_data[i]), .out_data(out_data[i]));
end
endgenerate
endmodule
`timescale 1ns / 1ps
module Divider #(parameter N=2) 
(
    input clk,
    input reset,
    output out
);
generate 
if (N<=1)
begin :bypass
assign out = 1'b1;
end
else
begin :div
reg [$clog2(N)-1:0] div = 0;
wire top = (div == (N-1));
assign out = top;
always @(posedge clk)
	if (reset || top) div <= 0;
	else div <= div + 1'b1;
end
endgenerate
endmodule
`timescale 1ns / 1ps
module PulseMeasure #(parameter PREDIV=2, MAXV=1024)
(
    input clk,
    input pulse_in,
    output [$clog2(MAXV)-1:0] pulse_length,
	 output ready
);
parameter CNT_W = $clog2(MAXV);
reg [CNT_W-1:0] counter = 0;
reg [CNT_W-1:0] out_value = 0;
reg out_rdy = 0;
reg pulse_pipeline = 0;
wire pre_div_pulse;
wire pulse_start = pulse_in & ~pulse_pipeline;
wire pulse_end = ~pulse_in & pulse_pipeline;
Divider #(PREDIV) pre_div(.clk(clk), .reset(pulse_start), .out(pre_div_pulse));
always @(posedge clk)
	pulse_pipeline <= pulse_in;
always @(posedge clk)
	if (pulse_start) counter <= 0; else
	if (pre_div_pulse)
	begin
		if (counter != MAXV-1) counter <= counter + 1'b1;
		else counter <= 0;
	end	
always @(posedge clk)
	if (pulse_end) begin out_value <= counter; out_rdy <= 1'b1; end else
	if (counter == MAXV-1) out_rdy <= 1'b0;
assign pulse_length = out_value;
assign ready = out_rdy;
endmodule
module RCPulseMeasure(input clk, input pulse_in, output [9:0] pulse_length, output ready);
localparam DELTA = 10;
wire [$clog2(100000)-1:0] p_length;
wire rdy;
PulseMeasure #(50, 100000) pm(.clk(clk), .pulse_in(pulse_in), .pulse_length(p_length), .ready(rdy));
reg [9:0] out_pulse_length = 0;
reg rdy1 = 0;
always @(posedge clk)
	if (p_length<(1500-1024)) out_pulse_length <= 10'h200; else
	if (p_length>(1500+1024)) out_pulse_length <= 10'h1FF; else
	if ((p_length>1500-DELTA) && (p_length<1500+DELTA)) out_pulse_length <= 0;
	else out_pulse_length <= {(p_length[11:0]-12'd1500)}[9:0];
always @(posedge clk)
	rdy1 <= rdy;
assign ready = rdy1;
assign pulse_length = out_pulse_length;
endmodule
`timescale 1ns / 1ps
module PulseWidthModulator #(parameter PREDIV=2, TOP=1024)
(
    input clk,
    input [$clog2(TOP)-1:0] value,
    output out
);
parameter CNT_W = $clog2(TOP);
reg [CNT_W-1:0] counter = 0;
reg [CNT_W-1:0] value_latch = 0;
reg out_reg = 0;
wire prediv_pulse;
Divider #(PREDIV) pre_div(.clk(clk), .reset(1'b0), .out(prediv_pulse));
always @(posedge clk)
	if (prediv_pulse)
	begin
		if (counter != TOP-1) counter <= counter + 1'b1; else
		begin
			counter <= 0;
			value_latch <= value;
		end
	end
always @(posedge clk)
	if (value_latch == counter) out_reg <= 0; else
	if (counter == 0) out_reg <= 1;
assign out = out_reg;
endmodule
`timescale 1ns / 1ps
module yabot_top(
    input clk,
    output [1:0] bi_led,
    input  [1:0] bi_key,
    output dac_flt,
    output dac_demp,
    output dac_mute,
    input  jetson_spi_mosi,
    output jetson_spi_miso,
    input jetson_spi_clk,
    input jetson_spi_cs,
    input jetson_io20,
    input jetson_io19,
    input jetson_io11,
    output jetson_io16,
    output jetson_io9,
    output jetson_io8,
    input radio_mirq,
    output radio_msel,
    output radio_sclk,
    output radio_sdi,
    input radio_sdo,
    output amp_stby,
    output amp_mute,
    output pwr_off,
    input  [7:0] rc,
    output adc_clk,
    input  adc_do,
    output adc_di,
    output adc_cs,
    input  motor1_en_diag,
    output motor1_inb,
    output motor1_ina,
    output motor1_pwm,
    input  motor2_en_diag,
    output motor2_inb,
    output motor2_ina,
    output motor2_pwm,
    input [3:0] btn,
    output [3:0] ledp,
    output [3:0] ledm,
    output xt_trig,
    input  xt_echo,
    output xr1_trig,
    input  xr1_echo,
    output xr23_trig,
    input  xr23_echo,
    output xb_trig,
    input  xb_echo,
    output xl12_trig,
    input  xl12_echo,
    output xl3_trig,
    input  xl3_echo,
    input [1:0] ppr_m,
    output [1:0] serv
);
assign bi_led= 2'b11;
assign ledp = 0;
assign ledm = 0;
assign dac_flt = 0;
assign dac_demp = 0;
assign dac_mute = 1;
assign jetson_spi_miso = 0;
assign jetson_io16 = 0;
assign jetson_io9 = 0;
assign jetson_io8 = 0;
assign radio_msel = 1;
assign radio_sclk = 0;
assign radio_sdi = 0;
assign amp_stby = 0;
assign amp_mute = 0;
assign pwr_off = ~bi_key[0];  
assign adc_clk = 0;
assign adc_di = 0;
assign adc_cs = 1;
assign xt_trig = 0;
assign xr1_trig = 0;
assign xr23_trig = 0;
assign xb_trig = 0;
assign xl12_trig = 0;
assign xl3_trig = 0;
wire [3:0] rc2;
CDCSyncN #(4) cync(.clk(clk), .in_data(rc[3:0]), .out_data(rc2));
assign serv = rc2[3:2];
wire [9:0] plen1;
wire prdy1;
wire [9:0] plen2;
wire prdy2;
RCPulseMeasure pmsr1(.clk(clk), .pulse_in(rc2[0]), .pulse_length(plen1), .ready(prdy1));
RCPulseMeasure pmsr2(.clk(clk), .pulse_in(rc2[1]), .pulse_length(plen2), .ready(prdy2));
wire [10:0] sum1 = {plen1[9],plen1} + {plen2[9],plen2};
wire [10:0] sum2 = {plen1[9],plen1} - {plen2[9],plen2};
wire [9:0] mod1 = sum1[10] ? -sum1[9:0] : sum1[9:0];
wire [9:0] mod2 = sum2[10] ? -sum2[9:0] : sum2[9:0];
PulseWidthModulator #(2, 1593) pwm1(.clk(clk), .value({1'b0,mod1}), .out(motor1_pwm));
PulseWidthModulator #(2, 1593) pwm2(.clk(clk), .value({1'b0,mod2}), .out(motor2_pwm));
wire global_enable = prdy1 & prdy2;
assign motor1_inb = global_enable & sum1[10];
assign motor1_ina = global_enable & ~sum1[10];
assign motor2_inb = global_enable & sum2[10];
assign motor2_ina = global_enable & ~sum2[10];
endmodule
==> flow/run.sh <==
#!/bin/bash
# OpenROAD 26Q1-2900-gdf79404cd8, Yosys 0.63+post, stock flow scripts
make -C /OpenROAD-flow-scripts/flow DESIGN_CONFIG=/design/flow/config.mk WORK_HOME=/design/flow/orfs finish
==> flow/config.mk <==
export PLATFORM = sky130hd
export DESIGN_NAME = yabot_top
export DESIGN_NICKNAME = yabot_top
export VERILOG_FILES = /design/flow/design.v
export SDC_FILE = /design/flow/constraint.sdc
export NUM_CORES = 4
export LEC_CHECK = 1
export CORE_UTILIZATION = 30
export SYNTH_HDL_FRONTEND = slang
==> flow/constraint.sdc <==
current_design yabot_top

set clk_period 6.3
set clk_io_pct 0.2

create_clock -name clk0 -period $clk_period [get_ports {clk}]

set non_clock_inputs [all_inputs -no_clocks]
set_input_delay [expr $clk_period * $clk_io_pct] -clock clk0 $non_clock_inputs
set_output_delay [expr $clk_period * $clk_io_pct] -clock clk0 [all_outputs]
==> impl_metrics.toml <==
# implementation run metrics
[run_status]
result_of_the_run = "complete, no violations"

[flow_run]
tool_warnings = 68
max_cap_viol = 0

[timing]
ratio_of_final_minimum_period_to_clock_period_pct = 72.4
timing_worst_slew_pin_value_ps = 959
achievable-frequency_mhz = 219
worst_hold_slack_ps = 328
maxSlewHeadroom_pct = 35.6
setup_repair_after_global_routing_missed_its_margin = "no"
setup_total_negative_slack_ps = 0
fin_skew_ps = 10.8
hold_viol = 0
setup_violations = 0
post-route-min-period_ps = 4560
final_worst_slack_ps = 1740
report.final.slew_viol_count = 0

[floorplan]
fp.dieArea_sq_mm = 0.0282
die-height_um = 168
die.size.x_um = 168
fp-utilization_pct = 30.6
core-area_sq_mm = 0.0270
number_of_placement_rows = 60
io_pins = 74

[setup_path]
setup_slack_on_the_worst_flop_to_flop_path_ps = 3360
slowest_stage = "sky130_fd_sc_hd__fa_1"
critPathKind = "register to output pin"
crit_chain = "ha_1 > inv_1 > fa_1 > or2_0 > a211o_1 > o2bb2ai_1 > o21bai_1 > o21a_1 > nor2_1 > clkdlybuf4s50_1"
timing.critical_path.max_delay_family = "AND-OR/OR-AND gates"
cp_data_required_time_ps = 5040
cp-end-kind = "output pin"
critPathMaxStageDelay_ps = 420
arrival_worst_endpoint_ps = 3300
cp-start-kind = "register"
worstPathBufferInverterCount = 2
critPathMaxFanout = 8

[placement]
post-dp-hpwl_um = 10100
place.port_buffers = 14
gp_congestion = 0.878
pre_cts_ws_ps = 2210
postPlaceCellArea_sq_mm = 0.00866
place_inst = 1167

[clock_tree]
cts.clk_slew.worst_paths_ps = 60
cts_tree = "done"
cts-htree-levels = 4
clock_root_buffer = "sky130_fd_sc_hd__clkbuf_16"
post_cts_hold_buffer_count = 0
clock_latency_ps = 420
cts.sink_count = 160
numCtsBuffers = 17
cts_resized = 0
postCtsSetupBuffers = 0
cts.path.max_buffers = 2

[synth]
sequential_fraction_of_the_synthesis_area_pct = 48.0
cells_in_synth_stat_txt = 831
synth_cell_types = 70
post_synth_design_cell_area_sq_mm = 0.00826
post_synthesis_cell_type_with_the_largest_instance_count = "sky130_fd_sc_hd__dfxtp_1"
enable_flop_cells = 76
yosys-top-cells-count = "84 x sky130_fd_sc_hd__dfxtp_1, 82 x sky130_fd_sc_hd__nor2_1, 76 x sky130_fd_sc_hd__edfxtp_1"
synth_flop_count = 160
synth_async_sr_flop_share_pct = 0
yosys_stat_chip_area_sq_mm = 0.00826
post_synth_inst_count = 831
area_fraction_of_the_dominant_cell_type_after_synthesis_pct = 27.6
synth.largest_area_cell = "sky130_fd_sc_hd__edfxtp_1"
yosys_warnings = 0
most_common_reg_cell = "sky130_fd_sc_hd__dfxtp_1"
synthTopCellsByArea = "sky130_fd_sc_hd__edfxtp_1 28%, sky130_fd_sc_hd__dfxtp_1 20%, sky130_fd_sc_hd__xor2_1 5.6%, sky130_fd_sc_hd__xnor2_1 5.5%, sky130_fd_sc_hd__ha_1 5.3%"
synth.avg_cell_area_sq_um = 9.94

[pwr]
p_leak_nw = 3.52
peakVddDrop_uv = 183
power-per-cell-area_mw_per_mm2 = 232

[routing]
drt_first_pass_iters = 4
routed_via_density = 4.58
detail_route.drc_violations = 0
final_antenna_net_count = 0
insertedDiodeCount = 0
initialDrtViolationCount = 408
routedWlPerCell_um = 11.6
totalWireLength_um = 13900
vias = 5487

[global_routing]
via_count_of_the_first_global_routing_pass = 5066
antenna_violations_before_repair = 0
grt_first_pass_wirelength_um = 23800
grt_util_all_layers_pct = 10.3
largest_net_degree_at_the_start_of_global_routing = 21
grt_overflow_total = 0

[cells_and_area]
syn2layout_area_growth_pct = 11.5
drive_above_1_share_pct = 6.18
layout.cells.non_filler = 1199
post-route-cell-area_sq_mm = 0.00921

[worst_hold_path]
timing.hold.worst.class = "register to register"
## cells by family (layout without fill, tap and decap cells)
| group | count (synthesis) | after routing | synth area share (%) |
|---|---|---|---|
| adder cells (fa/ha/maj) | 37 | 37 | 5.79 |
| AND-OR/OR-AND | 129 | 129 | 10.5 |
| XOR/XNOR | 105 | 105 | 11.1 |
| buffers and inverters | 89 | 87 | 5.68 |
| other | 2 | 31 | 0.0909 |
| AND/OR/NAND/NOR | 309 | 309 | 18.8 |
| flip-flops | 160 | 160 | 48.0 |
## per-stage QoR
| step | util (%) | total power [mW] |
|---|---|---|
| finish | 34.2 | 2.14 |
| global route | 34.2 | 2.23 |
| CTS | 34.2 | 2.17 |
| detailed placement | 32.1 | 1.20 |
| global placement | 32.1 | 1.20 |
| floorplan | - | 1.20 |
## layer usage
metal  part of all wire (%)  wire length [um]  GRT usage (%)
met2                     44              6080           16.1
met3                    3.6               496           2.08
met5                      0                 0              0
met1                     52              7160           15.6
met4                    1.1               152           1.20
## path summary, 6_finish.rpt
path | start | endpoint | cells after the start
worst max-delay path | pmsr2.pulse_length[0]$_SDFF_PN0_ | motor1_inb | 10
worst min-delay path | cync.body[3].sync.dly_reg[0]$_DFF_P_ | cync.body[3].sync.dly_reg[1]$_DFF_P_ | 0
worst max register to register | pmsr2.pulse_length[0]$_SDFF_PN0_ | pwm1.value_latch[9]$_DFFE_PP_ | 10
worst min register to register | cync.body[3].sync.dly_reg[0]$_DFF_P_ | cync.body[3].sync.dly_reg[1]$_DFF_P_ | 0
## layout by cell type (no fill, tap or decap), types with 4 or more instances in the layout
cell type	netlist	final
sky130_fd_sc_hd__nand4_1	17	17
sky130_fd_sc_hd__nor4_1	11	9
sky130_fd_sc_hd__nor2_1	82	82
sky130_fd_sc_hd__a211oi_1	4	4
sky130_fd_sc_hd__nor3_1	25	25
sky130_fd_sc_hd__xor2_1	53	53
sky130_fd_sc_hd__o31ai_1	5	5
sky130_fd_sc_hd__and4_1	4	4
sky130_fd_sc_hd__or3_1	12	12
sky130_fd_sc_hd__nand3_1	27	27
sky130_fd_sc_hd__or2_2	5	5
sky130_fd_sc_hd__clkbuf_16	0	18
sky130_fd_sc_hd__o21a_1	5	5
sky130_fd_sc_hd__ha_1	35	35
sky130_fd_sc_hd__dfxtp_1	84	84
sky130_fd_sc_hd__and2_1	5	5
sky130_fd_sc_hd__xnor2_1	52	52
sky130_fd_sc_hd__o21ai_0	20	20
sky130_fd_sc_hd__buf_4	34	6
sky130_fd_sc_hd__nand2b_1	8	8
sky130_fd_sc_hd__clkdlybuf4s50_1	0	14
sky130_fd_sc_hd__a211o_1	6	6
sky130_fd_sc_hd__nand2_1	67	67
sky130_fd_sc_hd__or4_1	6	6
sky130_fd_sc_hd__a31oi_1	4	4
sky130_fd_sc_hd__and3_1	13	13
sky130_fd_sc_hd__nor4bb_1	4	4
sky130_fd_sc_hd__a21oi_1	44	44
sky130_fd_sc_hd__nor2b_1	10	10
sky130_fd_sc_hd__edfxtp_1	76	76
sky130_fd_sc_hd__inv_1	35	35
sky130_fd_sc_hd__conb_1	2	31
## worst reg2reg max path: stages, from the launching register on
cell and delay, ps:
sky130_fd_sc_hd__dfxtp_1 340, sky130_fd_sc_hd__ha_1 200, sky130_fd_sc_hd__inv_1 70, sky130_fd_sc_hd__fa_1 420
sky130_fd_sc_hd__or2_0 260, sky130_fd_sc_hd__a211o_1 310, sky130_fd_sc_hd__a2111o_1 410, sky130_fd_sc_hd__a21oi_2 240
sky130_fd_sc_hd__a41o_1 190, sky130_fd_sc_hd__o21ai_1 70, sky130_fd_sc_hd__xor2_1 170
## report_power, final
part | internal [mW] | leakage (nW) | switching, mW
clock | 0.537 | 0.275 | 0.419
combinational | 0.0281 | 1.78 | 0.0280
sequential | 1.11 | 1.46 | 0.0198
total | 1.67 | 3.52 | 0.467
## layout make-up
class,instances,area (sq um)
fill,2638,17700
sequential,160,3960
multi-input combinational,611,3950
clock buffer,20,458
tap,341,427
timing repair buffer,20,185
inverter,35,131
clock inverter,12,98.8
Power and IR drop assume default switching activity.
